==> design.v <==
`timescale 1ns / 1ps
module segdisplay(
	input wire segclk,		 
	input wire clr,			 
	output reg [6:0] seg,	 
	output reg [3:0] an		 
	);
parameter N = 7'b1001000;
parameter E = 7'b0000110;
parameter R = 7'b1001100;
parameter P = 7'b0001100;
parameter left = 2'b00;
parameter midleft = 2'b01;
parameter midright = 2'b10;
parameter right = 2'b11;
reg [1:0] state;
always @(posedge segclk or posedge clr)
begin
	if (clr == 1)
	begin
		seg <= 7'b1111111;
		an <= 7'b1111;
		state <= left;
	end
	else
	begin
		case(state)
			left:
			begin
				seg <= N;
				an <= 4'b0111;
				state <= midleft;
			end
			midleft:
			begin
				seg <= E;
				an <= 4'b1011;
				state <= midright;
			end
			midright:
			begin
				seg <= R;
				an <= 4'b1101;
				state <= right;
			end
			right:
			begin
				seg <= P;
				an <= 4'b1110;
				state <= left;
			end
		endcase
	end
end
endmodule
==> run.sh <==
#!/bin/bash
# OpenROAD 26Q1-2900-gdf79404cd8, Yosys 0.63+post, stock flow scripts
make -C /OpenROAD-flow-scripts/flow DESIGN_CONFIG=/design/flow/config.mk WORK_HOME=/design/flow/orfs finish
==> config.mk <==
export PLATFORM = sky130hd
export DESIGN_NAME = segdisplay
export DESIGN_NICKNAME = segdisplay
export VERILOG_FILES = /design/flow/design.v
export SDC_FILE = /design/flow/constraint.sdc
export NUM_CORES = 4
export LEC_CHECK = 1
export CORE_AREA = 10 10 71 71
export DIE_AREA = 0 0 81 81
==> constraint.sdc <==
current_design segdisplay

set clk_period 1.1
set clk_io_pct 0.2

create_clock -name clk0 -period $clk_period [get_ports {segclk}]

set non_clock_inputs [all_inputs -no_clocks]
set_input_delay [expr $clk_period * $clk_io_pct] -clock clk0 $non_clock_inputs
set_output_delay [expr $clk_period * $clk_io_pct] -clock clk0 [all_outputs]
==> notes.md <==
Flow results are below.

- The placeable core region is 3630 sq um, for reference.
- The most frequently placed logic cell in the final layout is sky130_fd_sc_hd__buf_2, for reference.
- The post-route netlist has 64.7% of its cells at a drive strength greater than 1.
- On the reported timing paths, the clock transition at the registers reads 0.05 ns.
- In the layout the commonest cells are sky130_fd_sc_hd__buf_2 (11), sky130_fd_sc_hd__dfstp_2 (8), sky130_fd_sc_hd__or3b_1 (3), sky130_fd_sc_hd__clkbuf_8 (3), sky130_fd_sc_hd__dfrtp_1 (3).
- The cell sequence reported for the critical path is buf_2.
- In this run, distinct cell masters in the synthesized netlist total 9.
- After technology mapping, the gate count stands at 23.
- The average routed wire per standard cell is 6.79 um, for reference.
- The portion of the clock cycle consumed by the worst path in the final layout is 96.3%, for reference.
- The clock net in this run drives a total of 11 sinks.
- The timing report notes that buffer and inverter cells on the critical path total 1.
- The fraction of post-synthesis cell area in the top cell type by area is 57.3%, for reference.
- Setup repair after global routing could not meet its margin everywhere.
- The number of search-and-repair iterations in the first detailed-routing pass is 2, for reference.
- The worst setup slack before clock tree synthesis is -0.102 ns, for reference.
- The minimum clock period after layout is 1.06 ns, for reference.
- The design draws 0.803 mW.
- Hold-check failures listed in the final report amount to 0.
- The category of the most critical setup path is reg2out, for reference.
- The critical path data required time is 0.88 ns, for reference.
- TritonCTS created 3 clock buffers.
- The routed design has 557 um of wire.
- The height of the die is 81 um, for reference.
- Summing over the stages, the warning tally comes to 26.
- The last timing report of the flow puts the setup violation total at 0.
- The detailed router's first-iteration violation count is 24, for reference.
- The number of setup buffers added after CTS is 0, for reference.
- The routed design uses 213 um of met2 wire.
- The worst stage delay on the critical path is 0.52 ns, for reference.
- The summed instance area of the synthesized netlist is 367 sq um, for reference.
- Yosys reports a chip area of 367 sq um.
- The routability-driven placement congestion ratio is 0.726, for reference.
- The antenna diode count is 0, for reference.
- The global-route wire length before repair is 903 um, for reference.
- The clock reaches the later pin of the worst-skew pair after 0.23 ns.
- The die area is 6560 sq um, for reference.
- After synthesis, flip-flops and latches occupy 77.8% of the total area.
- The average cell area after synthesis is 15.9 sq um, for reference.
- The min-delay analysis places its worst path in the category in2async.
- The synthesized design contains 11 register bits.
- After global routing the overflow that remains totals 0.
- Summed over all instances, the cell type with the most area after synthesis is sky130_fd_sc_hd__dfstp_2.
- The root buffer cell is sky130_fd_sc_hd__clkbuf_8, for reference.
- The maximum number of pins on one net before global-route repair is 12, for reference.
- Summed over all nets, wire length on met3 after detailed routing comes to 117 um.
- The number of vias in the routed layout is 188, for reference.
- The number of antenna violations at the first check in global routing is 0.
- For reference, the placement row count at floorplan is 22.
- Across all setup checks in the final design, the least slack found is 0.0412 ns.
- The post-cts resize count is 33, for reference.
- Per the summary, power density relative to cell area is 1600 nW/um^2.
- For the worst setup path, the data arrival time is 0.84 ns.
- After synthesis, the cell types taking the most area are sky130_fd_sc_hd__dfstp_2 (57%), sky130_fd_sc_hd__dfrtp_1 (20%), sky130_fd_sc_hd__buf_4 (8.2%), sky130_fd_sc_hd__or3b_1 (7.2%), sky130_fd_sc_hd__o21bai_1 (2.0%).
- The leakage power summed over all cells is 0.212 nW, for reference.
- Routed signal wires occupy layers up through met4.
- The endpoint type of the worst setup path is a primary output, for reference.
- CTS built an H-tree with a depth of 1.
- The final max-slew violation count is 0, for reference.
- Per the run report, area growth between synthesis and finish was 37.2%.
- The yosys synthesis warning count is 1, for reference.
- The horizontal extent of the die is 81 um, for reference.
- The number of global-route vias before repair is 206, for reference.
- The layout has 419 filler cells.
- After clock tree synthesis, the flow added hold-fix buffers numbering 0.
- The largest fanout of any net on the critical path is 3, for reference.
- The remaining antenna violation count after routing is 0, for reference.
- Looking at the VDD voltage map, the peak drop is 0.000405 V.
- The number of standard cells reported by yosys is 23, for reference.
- The clock passes through at most 2 buffers.
- Broken down by cell family, the worst path's largest delay share belongs to flip-flops.
- The critical-path cell with the highest stage delay is sky130_fd_sc_hd__dfstp_2, for reference.
- In the floorplan report the effective utilization is 10.1%.
- TritonCTS built the clock tree.
- After detailed routing, the number of remaining DRC violations is 0.
- The final timing report lists clock skew as 0.000929 ns.
- Based on the critical path, the design can be clocked at up to 944 MHz.
- 13 I/O pins were placed.
- The buffer_ports step reported a buffer count of 12.
- The total routing resource utilization after global routing is 1.61%, for reference.
- The routed design shows a via density per instance of 2.29.
- In this run the maximum-capacitance check reported violations numbering 0.
- The flow ran to the end, and the final reports show no timing, DRC or antenna violations.
- The kind of start point of the critical path is a register, for reference.
- The routed metal-1 wirelength is 193 um, for reference.
==> cells by family (layout without fill, tap and decap cells) <==
logic type / count (synthesis) / count (layout) / share of synthesized area [%]
simple gates: 4 / 4 / 8.88
compound gates: 1 / 1 / 2.05
flops: 11 / 11 / 77.8
other cells: 1 / 1 / 1.02
buf+inv: 6 / 17 / 10.2
==> registers in the layout, summed over array words and instances, names as in the netlist <==
name,flops
seg,3
an,4
state,4
==> area by class of cell <==
| class | count | area, sq um | area share, % |
|---|---|---|---|
| Clock buffer | 4 | 45.0 | 8.96 |
| Timing Repair Buffer | 12 | 65.1 | 12.9 |
| Sequential cell | 11 | 285 | 56.7 |
| Tap cell | 48 | 60.1 | 11.9 |
| Multi-Input combinational cell | 6 | 43.8 | 8.71 |
| Inverter | 1 | 3.75 | 0.746 |
==> synthesized netlist by cell type <==
cell and n:
sky130_fd_sc_hd__clkbuf_1 1, sky130_fd_sc_hd__or3_1 1, sky130_fd_sc_hd__conb_1 1, sky130_fd_sc_hd__dfrtp_1 3, sky130_fd_sc_hd__buf_4 4, sky130_fd_sc_hd__inv_1 1
sky130_fd_sc_hd__dfstp_2 8, sky130_fd_sc_hd__or3b_1 3, sky130_fd_sc_hd__o21bai_1 1
==> per-layer routing <==
layer | track usage, % | vias to the layer above
met4 | 1.04 | 0
met5 | 0 | -
met2 | 2.31 | 12
met1 | 1.69 | 82
met3 | 1.11 | 2
li1 | - | 92
==> path summary, 6_finish.rpt <==
| kind | start | to | slack (ns) | cells past startpoint |
|---|---|---|---|---|
| max in group asynchronous | clr | seg[5] | 0.52 | 2 |
| worst max register to register | state[2] | an[0] | 0.19 | 1 |
| worst max-delay path | seg[5] | seg[4] | 0.04 | 1 |
| worst min-delay path | clr | state[1] | 0.27 | 2 |
| min in group clk0 | state[0] | state[2] | 0.39 | 0 |
| worst min register to register | state[0] | state[2] | 0.39 | 0 |
==> where the power goes <==
part           switching, mW  total, mW  internal [mW]
sequential          0.000982      0.412          0.411
combinational        0.00840     0.0152        0.00681
clock                  0.125      0.377          0.252
==> per-stage QoR <==
step	util, %	TNS (ns)	std cells	area, sq um	hold slack (ns)
2_1_floorplan	-	0	23	367	0.0667
3_3_place_gp	14.1	-0.917	78	513	0.384
3_5_place_dp	14.1	-0.929	78	513	0.381
4_1_cts	13.8	0	82	503	0.273
5_1_grt	13.8	-0.0100	82	503	0.311
6_report	13.8	0	82	503	0.269
No activity file was given, so power comes from the tool's default toggle rates.
