## config.mk

```make
export PLATFORM = sky130hd
export DESIGN_NAME = clock_1hz
export DESIGN_NICKNAME = clock_1hz
export VERILOG_FILES = /design/flow/design.v
export SDC_FILE = /design/flow/constraint.sdc
export NUM_CORES = 4
export LEC_CHECK = 1
export CORE_AREA = 10 10 113 113
export DIE_AREA = 0 0 123 123
```

## constraint.sdc

```tcl
current_design clock_1hz

set clk_period 5.6
set clk_io_pct 0.2

create_clock -name clk0 -period $clk_period [get_ports {clk}]

set non_clock_inputs [all_inputs -no_clocks]
set_input_delay [expr $clk_period * $clk_io_pct] -clock clk0 $non_clock_inputs
set_output_delay [expr $clk_period * $clk_io_pct] -clock clk0 [all_outputs]
```

## design.v

```verilog
`timescale 1ns / 1ps
module clock_1hz(clk, clk_divided, rst
    );
    input clk;
    input rst;
    output clk_divided;
    reg [27:0] buffer = 1;
    assign clk_divided = buffer == 100000000;
    always @(posedge clk)
      if (rst)
        buffer <= 1;
      else if (buffer == 100000000)
        buffer <= 1;
      else
        buffer <= buffer+1;
endmodule
```

## run.sh

```bash
#!/bin/bash
# OpenROAD 26Q1-2900-gdf79404cd8, Yosys 0.63+post, stock flow scripts
make -C /OpenROAD-flow-scripts/flow DESIGN_CONFIG=/design/flow/config.mk WORK_HOME=/design/flow/orfs finish
```

==> results.json <==
{
  "post_cts_resized": 0,
  "min_to": "buffer[26]",
  "io_buffers": 2,
  "top_register": "buffer",
  "topCellsByArea": "dfxtp_1, xnor2_1, nor2_1, a21oi_1, nand3_1",
  "clock_sinks": 28,
  "fin_crit_ns": 3.32,
  "cp.arrival_ns": 2.20,
  "cts_root_buffer": "clkbuf_8",
  "viasPerCell": 3.61,
  "num_io_pins": 3,
  "antenna_found_initial": 0,
  "crit_path_end_kind": "output pin",
  "cts_hold_buf": 0,
  "hold_path_class": "register to register",
  "postSynthAreaPerCell_sq_um": 8.72,
  "synth.distinct_cells": 28,
  "largest_reg_flops": 28,
  "finalSetupViolCount": 0,
  "grt_max_degree": 29,
  "timing.setup.tns_ns": 0,
  "reg2reg_depth": 5,
  "power_leakage_uw": 0.000424,
  "clkTransAtPathRegs_ns": 0.09,
  "wl_um": 2390,
  "status": "finished, final reports clean",
  "clk_latency_ns": 0.27,
  "initialDrtViolationCount": 55,
  "tightest_slew_ns": 0.414,
  "hold_violations": 0,
  "cts_buffers": 3,
  "post_drt_wl_per_cell_um": 8.14,
  "finalNonFillerCells": 294,
  "ys_cells": 158,
  "core-area_sq_um": 10300,
  "max_slew_margin": 0.723,
  "p_total_uw": 323,
  "dieWidth_um": 123,
  "cts_tree": "yes",
  "vdd_ir_drop_max_mv": 0.0717,
  "place_congestion": 0.700,
  "worstHoldStart": "buffer[26]",
  "final_area_sq_um": 1570,
  "slew_viol_final": 0,
  "dp_hpwl_um": 1670,
  "top_regs": "buffer (28)",
  "fp_util": 0.133,
  "rsz0062_at_grt": "no",
  "cts_setup_buffers": 0,
  "drc": 0,
  "finalCritPeriodShare": 0.593,
  "placed_area_sq_um": 1530,
  "first_global_vias": 975,
  "required_ns": 4.48,
  "grtUsageTotal": 0.0337,
  "synth_top_area_share": 0.407,
  "antenna_left": 0,
  "yosys_area_sq_um": 1380,
  "syn-instance-count": 158,
  "overflow": 0,
  "fin_skew_ns": 0.00631,
  "timing.rr.end": "buffer[26]",
  "fillers": 1143,
  "tool_warnings": 26,
  "yosys.stat.seqShare": 0.407,
  "placed_cells": 291,
  "r2r_slack_ns": 3.52,
  "regArea_sq_um": 561,
  "die_h_um": 123,
  "rows": 37,
  "mi_logic_area_sq_um": 737,
  "dr.pass1.iters": 5,
  "clockBufferDepth": 2,
  "max_freq_mhz": 301,
  "worst-setup-path-type": "register to output pin",
  "vias": 1062,
  "cp_max_fo": 4,
  "layout-drive-gt1-share": 0.0696,
  "htree_levels": 1,
  "power.density_nw_per_um2": 205,
  "synth_flops": 28,
  "cap_violations": 0,
  "synth_area_sq_um": 1380,
  "critPathLaunchType": "register",
  "chip_area_sq_um": 15100,
  "hold_slack_ns": 0.482,
  "grt_first_pass_wirelength_um": 4370,
  "syn2layout_area_growth_pct": 14.0,
  "r2r_start": "buffer[0]",
  "diodes": 0,
  "yosys.area.top_type": "dfxtp_1",
  "yosys_warnings": 1,
  "holdPathStages": 2
}
final cells by class:
type / instances / share of cell area
timing repair buffer: 3 / 0.0175
inverter: 9 / 0.0215
multi-input combinational: 115 / 0.469
sequential: 28 / 0.357
clock buffer: 3 / 0.0263
tap: 136 / 0.108
critical path: stages (launching register included):
cell             delay, ns
dfxtp_1               0.35
inv_1                 0.08
ha_1                  0.13
or4b_2                0.63
nor4_1                0.23
clkdlybuf4s50_1       0.52
cell usage after synthesis, drive strengths merged:
library cell,instances
a21oi,12
and3,4
buf,5
dfxtp,28
dlygate4sd1,1
ha,2
inv,9
nand2,6
nand3,12
nand4,7
nor2,17
nor2b,1
nor3,4
nor4,6
nor4bb,1
o21ai,5
o31ai,8
or2,1
or3,5
or4,9
or4b,1
xnor2,12
xor2,2
logic make-up after synthesis:
group,after synthesis,synth area share
fa+ha+maj,2,0.0182
buf+inv,15,0.0581
simple gates,74,0.312
compound gates,25,0.115
xor+xnor,14,0.0890
flops,28,0.407
worst max path at each step:
stage | start | to | slack (ns) | cells past startpoint
4_1_cts | buffer[0] | clk_divided | 2.25 | 5
5_1_grt | buffer[0] | clk_divided | 2.18 | 5
6_report | buffer[0] | clk_divided | 2.28 | 5
report_power, final:
group	total (uW)	leakage [uW]	internal, uW	switching [uW]
combinational	13.1	0.000176	5.75	7.33
sequential	205	0.000226	202	3.72
clock	104	0.0000216	48.1	55.9
total	323	0.000424	256	67.0
layout by cell type, fill, tap and decap left out, types with 2 or more instances in the layout:
cell,netlist,final
or4_1,7,7
inv_1,9,9
nand2_1,6,6
nand3_1,11,11
ha_1,2,2
nor4_1,6,6
a21oi_1,12,12
dfxtp_1,28,28
or4_4,2,2
o21ai_0,5,5
and3_1,4,4
or3_1,5,5
nand4_1,6,6
clkdlybuf4s50_1,0,2
xor2_1,2,2
nor3_1,4,4
nor2_1,17,17
xnor2_1,12,12
clkbuf_8,0,3
o31ai_1,7,7
metal layers:
metal	track usage	up-vias	share of wire
li1	-	572	-
met1	0.0493	475	0.52
met2	0.0489	13	0.41
met3	0.0116	2	0.064
met4	0.00291	0	0.0029
met5	0	-	0
stage by stage:
step                      setup slack (ns)   util
after floorplan                       3.24      -
after global placement                2.63  0.148
after detailed placement              2.55  0.148
after CTS                             2.25  0.152
after global routing                  2.18  0.152
final                                 2.28  0.152
Power is estimated from default activity; no workload was simulated.
